`flow/run.sh`:
```
#!/bin/bash
# OpenROAD 26Q1-2900-gdf79404cd8, Yosys 0.63+post, stock flow scripts
make -C /OpenROAD-flow-scripts/flow DESIGN_CONFIG=/design/flow/config.mk WORK_HOME=/design/flow/orfs finish
```
`flow/config.mk`:
```
export PLATFORM = sky130hd
export DESIGN_NAME = RGB_reverse
export DESIGN_NICKNAME = RGB_reverse
export VERILOG_FILES = /design/flow/design.v
export SDC_FILE = /design/flow/constraint.sdc
export NUM_CORES = 4
export LEC_CHECK = 1
export CORE_AREA = 10 10 70 70
export DIE_AREA = 0 0 80 80
```
`flow/constraint.sdc`:
```
current_design RGB_reverse

set clk_period 1.0
set clk_io_pct 0.2

create_clock -name clk0 -period $clk_period

set non_clock_inputs [all_inputs -no_clocks]
set_input_delay [expr $clk_period * $clk_io_pct] -clock clk0 $non_clock_inputs
set_output_delay [expr $clk_period * $clk_io_pct] -clock clk0 [all_outputs]
```
`flow/design.v`:
```
module RGB_reverse(
	input				clk,  				 
	input				rst_n,				 
	input				per_frame_vsync,	 
	input				per_frame_href,		 
	input				per_frame_clken,	 
	input		[15:0]	per_img,			 
	output				post_frame_vsync,	 
	output				post_frame_href,	 
	output				post_frame_clken,	 
	output		[15:0]   post_img			 
   );
wire[4:0]inve_R ;
wire[5:0]inve_G ;
wire[4:0]inve_B ;
assign inve_R = 5'b11111  - per_img[15:11];
assign inve_G = 6'b111111 - per_img[10:5];
assign inve_B = 5'b11111  - per_img[4:0];   
assign post_img  = {inve_R,inve_G,inve_B};  
assign post_frame_vsync  =per_frame_vsync;
assign post_frame_href   =per_frame_href;
assign post_frame_clken  =per_frame_clken; 
endmodule
```
==> run summary <==
via count = 194
io pins = 40
Switching Share = 20.8%
RSZ-0062 raised after global routing = false
IO Port Bufs = 32
power per cell area = 214 mW/mm²
vias in the first global route = 184
Cells after Synth = 19
Leakage = 0.277 nW
Max-Cap Viols = 0
post-route non-filler standard cell count = 94
post-route DRC violation count = 0
FP Core Util = 2.42%
Place WS = -0.321 ns
Logic area = 0 µm²
WP data arrival = 0.78 ns
# diodes = 0
Max Slew Vio Count = 0
setup ws final = 0.0188 ns
IR drop worst, VDD = 30.6 µV
Antenna Nets Post-Route = 0
# hold bufs at CTS = 0
Total GRT Usage = 1.87%
Yosys top cell by area = inv_1
DP HPWL = 728 µm
setup tns final = 0 ns
Final Util = 11.6%
final WL = 737 µm
yosys stat cell total = 19
grt ovf = 0
Area growth, synth to finish = 379%
FP Rows = 21
Placed Cells = 94
mi-comb count = 0
CP max FO = 1
# Post-CTS Setup Buffers = 0
Synth warnings = 0
final period utilization = 98.1%
Fillers = 417
shortest period the worst path allows = 0.981 ns
initial antenna violation count = 0
average wire per standard cell = 7.84 µm
Post-synth area hogs = inv_1, buf_4
sequential fraction of design power = 0%
maximum clock rate = 1020 MHz
Avg Inst Size Synth = 4.35 µm²
Flop area = 0 µm²
largest net degree at the start of global routing = 2
most instantiated logic cells after routing = dlygate4sd2_1, inv_1, buf_2
share of cells above drive strength 1 = 10.4%
tool warnings = 34
kind of critical path = input pin to output port
CP required = 0.80 ns
die area = 0.00640 mm²
status = finished clean
drt first-iter violations = 0
Chip Width = 80 µm
clock buf count = 0
Slew headroom = 96.1%
post-cts repair resize count = 37
final setup vio count = 0
Comb pwr share = 100.0%
Pint = 67.2 µW
sequential share of the synthesized area = 0%
Commonest Layout Cell = dlygate4sd2_1
vias per cell = 2.06
seq_cells = 0
Net Switching = 17.6 µW
Fin Hold WS = 0.400 ns
Tightest Pin Transition = 0.0577 ns
first-pass GRT wire length = 959 µm
DR pass1 iterations = 1
Hold Crit Class = input pin to output port
Startpoint Class = input pin
CORE AREA = 0.00342 mm²
gpl congestion = 0.643
area of the mapped netlist = 82.6 µm²
crit end category = output port
die height = 80 µm
post-synth cell types = 2
share of total power in the clock network = 0%
chip area in the Yosys report = 82.6 µm²
Final Hold Viols = 0
Yosys top cell area share = 72.7%
[critical path, stage by stage]
cell and delay, ns:
clkdlybuf4s50_1 0.45, inv_1 0.03, buf_2 0.10
[stage by stage]
| step | area [µm²] | total power [mW] |
|---|---|---|
| final | 395 | 0.0848 |
| after global routing | 395 | 0.0954 |
| after CTS | 385 | 0.0904 |
| after detailed placement | 438 | 0.132 |
| after global placement | 438 | 0.131 |
| after floorplan | 82.6 | 0.0118 |
[final timing paths]
| check | from | endpoint | cells after the start |
|---|---|---|---|
| min | per_frame_vsync | post_frame_vsync | 0 |
| max | per_img[2] | post_img[2] | 3 |
[logic make-up after synthesis]
kind of cell	share of synthesized area (%)
buffers and inverters	100
[routing by layer]
metal  routed length, µm  part of all wire (%)  track usage [%]
met5                   0                     0                0
met4                   0                     0                0
met3                 203                    28             2.05
met2                 323                    44             3.13
met1                 209                    28             1.58
[cells in the mapped netlist]
cell type,number
inv_1,16
buf_4,3
[final cells by class]
cell class	instances	area, µm²	share of cell area (%)
Inverter	16	60.1	15.2
Timing Repair Buffer	32	278	70.3
Tap cell	46	57.6	14.6
[power by group through the flow]
| stage | Combinational, mW | Sequential [mW] | Clock (mW) |
|---|---|---|---|
| after CTS | 0.0904 | 0 | 0 |
| after global routing | 0.0954 | 0 | 0 |
| final | 0.0848 | 0 | 0 |
No activity file was given, so power comes from the tool's default toggle rates.
