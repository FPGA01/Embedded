==> design.v <==
`timescale 1ns/1ns
module YCbCr444_RGB888
(
	input				clk,  				 
	input				rst_n,				 
	input				per_frame_vsync,	 
	input				per_frame_href,		 
	input				per_frame_clken,	 
	input		[7:0]	per_img_Y,			 
	input		[7:0]	per_img_Cb,			 
	input		[7:0]	per_img_Cr,			 
	output				post_frame_vsync,	 
	output				post_frame_href,	 
	output				post_frame_clken,	 
	output		[7:0]	post_img_red,		 
	output		[7:0]	post_img_green,		 
	output		[7:0]	post_img_blue		 
);
reg	[19:0]	img_Y_r1; 				 
reg	[19:0]	img_Cb_r1, img_Cb_r2; 
reg	[19:0]	img_Cr_r1, img_Cr_r2;
always@(posedge clk or negedge rst_n)
begin
	if(!rst_n)
		begin
		img_Y_r1 <= 0;
		img_Cb_r1 <= 0;	img_Cb_r2 <= 0;	
		img_Cr_r1 <= 0; img_Cr_r2 <= 0;
		end
	else
		begin
		img_Y_r1	<= 	per_img_Y * 18'd596;
		img_Cb_r1 	<= 	per_img_Cb * 18'd200;	
		img_Cb_r2	<=	per_img_Cb * 18'd1033;	
		img_Cr_r1 	<= 	per_img_Cr * 18'd817;	
		img_Cr_r2	<=	per_img_Cr * 18'd416;
		end
end
reg	[19:0]	XOUT; 	
reg	[19:0]	YOUT; 
reg	[19:0]	ZOUT;
always@(posedge clk or negedge rst_n)
begin
	if(!rst_n)
		begin
		XOUT <= 0; 	
		YOUT <= 0; 
		ZOUT <= 0;
		end
	else
		begin
		XOUT <= (img_Y_r1 + img_Cr_r1 - 20'd114131)>>9; 	
		YOUT <= (img_Y_r1 - img_Cb_r1 - img_Cr_r2 + 20'd69370)>>9; 
		ZOUT <= (img_Y_r1 + img_Cb_r2 - 20'd141787)>>9;
		end
end
reg	[7:0]	R, G, B;
always@(posedge clk or negedge rst_n)
begin
	if(!rst_n)
		begin
		R <= 0;
		G <= 0;
		B <= 0;
		end
	else
		begin
		R <= XOUT[10] ? 8'd0 : (XOUT[9:0] > 9'd255) ? 8'd255 : XOUT[7:0];
		G <= YOUT[10] ? 8'd0 : (YOUT[9:0] > 9'd255) ? 8'd255 : YOUT[7:0];
		B <= ZOUT[10] ? 8'd0 : (ZOUT[9:0] > 9'd255) ? 8'd255 : ZOUT[7:0];
		end
end
reg	[2:0]	post_frame_vsync_r;
reg	[2:0]	post_frame_href_r;
reg	[2:0]	post_frame_clken_r;
always@(posedge clk or negedge rst_n)
begin
	if(!rst_n)
		begin
		post_frame_vsync_r 	<= 	0;
		post_frame_href_r 	<= 	0;
		post_frame_clken_r 	<= 	0;
		end
	else
		begin
		post_frame_vsync_r 	<= 	{post_frame_vsync_r[1:0], per_frame_vsync};
		post_frame_href_r 	<= 	{post_frame_href_r[1:0], 	per_frame_href};
		post_frame_clken_r 	<= 	{post_frame_clken_r[1:0], per_frame_clken};
		end
end
assign	post_frame_vsync 	= 	post_frame_vsync_r[2];
assign	post_frame_href 	= 	post_frame_href_r[2];
assign	post_frame_clken 	= 	post_frame_clken_r[2];
assign	post_img_red	=	post_frame_href ? R : 8'd0;
assign  post_img_green	=	post_frame_href ? G : 8'd0;
assign  post_img_blue	=	post_frame_href ? B : 8'd0;
endmodule
`timescale 1ns/1ns
module RGB888_YCbCr444
(
	input				clk,  				 
	input				rst_n,				 
	input				per_frame_vsync,	 
	input				per_frame_href,		 
	input				per_frame_clken,	 
	input		[7:0]	per_img_red,		 
	input		[7:0]	per_img_green,		 
	input		[7:0]	per_img_blue,		 
	output				post_frame_vsync,	 
	output				post_frame_href,	 
	output				post_frame_clken,	 
	output		[7:0]	post_img_Y,			 
	output		[7:0]	post_img_Cb,		 
	output		[7:0]	post_img_Cr			 
);
reg	[17:0]	img_red_r0,		img_red_r1,		img_red_r2;	
reg	[17:0]	img_green_r0,	img_green_r1,	img_green_r2; 
reg	[17:0]	img_blue_r0,	img_blue_r1,	img_blue_r2; 
always@(posedge clk or negedge rst_n)
begin
	if(!rst_n)
		begin
		img_red_r0		<=	0; 		
		img_red_r1		<=	0; 		
		img_red_r2		<=	0; 	
		img_green_r0	<=	0; 		
		img_green_r1	<=	0; 		
		img_green_r2	<=	0; 	
		img_blue_r0		<=	0; 		
		img_blue_r1		<=	0; 		
		img_blue_r2		<=	0; 			
		end
	else
		begin
		img_red_r0		<=	per_img_red 	* 	10'd306; 		
		img_red_r1		<=	per_img_red 	* 	8'd43; 	
		img_red_r2		<=	per_img_red 	* 	8'd128; 		
		img_green_r0	<=	per_img_green 	* 	10'd601; 		
		img_green_r1	<=	per_img_green 	* 	8'd85; 			
		img_green_r2	<=	per_img_green 	* 	8'd107; 
		img_blue_r0		<=	per_img_blue 	* 	10'd117; 		
		img_blue_r1		<=	per_img_blue 	* 	8'd128; 			
		img_blue_r2		<=	per_img_blue 	* 	8'd21; 		
		end
end
reg	[17:0]	img_Y_r0;	
reg	[17:0]	img_Cb_r0; 
reg	[17:0]	img_Cr_r0; 
always@(posedge clk or negedge rst_n)
begin
	if(!rst_n)
		begin
		img_Y_r0	<=	0; 		
		img_Cb_r0	<=	0; 		
		img_Cr_r0	<=	0; 	
		end
	else
		begin
		img_Y_r0	<=	img_red_r0 	+ 	img_green_r0 	+ 	img_blue_r0; 		
		img_Cb_r0	<=	img_blue_r1 - 	img_red_r1 		- 	img_green_r1	+	16'd32768; 		
		img_Cr_r0	<=	img_red_r2 	+ 	img_green_r2 	+ 	img_blue_r2		+	16'd32768; 		
		end
end
reg	[7:0]	img_Y_r1;	
reg	[7:0]	img_Cb_r1; 
reg	[7:0]	img_Cr_r1; 
always@(posedge clk or negedge rst_n)
begin
	if(!rst_n)
		begin
		img_Y_r1	<=	0; 		
		img_Cb_r1	<=	0; 		
		img_Cr_r1	<=	0; 	
		end
	else
		begin
		img_Y_r1	<=	img_Y_r0[17:10];
		img_Cb_r1	<=	img_Cb_r0[15:8];
		img_Cr_r1	<=	img_Cr_r0[15:8]; 
		end
end
reg	[2:0]	per_frame_vsync_r;
reg	[2:0]	per_frame_href_r;	
reg	[2:0]	per_frame_clken_r;
always@(posedge clk or negedge rst_n)
begin
	if(!rst_n)
		begin
		per_frame_vsync_r <= 0;
		per_frame_href_r <= 0;
		per_frame_clken_r <= 0;
		end
	else
		begin
		per_frame_vsync_r 	<= 	{per_frame_vsync_r[1:0], 	per_frame_vsync};
		per_frame_href_r 	<= 	{per_frame_href_r[1:0], 	per_frame_href};
		per_frame_clken_r 	<= 	{per_frame_clken_r[1:0], 	per_frame_clken};
		end
end
assign	post_frame_vsync 	= 	per_frame_vsync_r[2];
assign	post_frame_href 	= 	per_frame_href_r[2];
assign	post_frame_clken 	= 	per_frame_clken_r[2];
assign	post_img_Y 	= 	post_frame_href ? img_Y_r1 : 8'd0;
assign	post_img_Cb =	post_frame_href ? img_Cb_r1: 8'd0;
assign	post_img_Cr = 	post_frame_href ? img_Cr_r1: 8'd0;
endmodule
`timescale 1ns/1ns
module sedu(
	input				clk,  				 
	input				rst_n,				 
	input				per_frame_vsync,	 
	input				per_frame_href,		 
	input				per_frame_clken,	 
	input		[7:0]	per_img_red,			 
	input		[7:0]	per_img_green,			 
	input		[7:0]	per_img_blue,			 
	output				post_frame_vsync,	 
	output				post_frame_href,	 
	output				post_frame_clken,	 
	output		[7:0]   post_img_red,			 
	output		[7:0]   post_img_green,	     
	output		[7:0]	post_img_blue,		 
	input				key					
   );
wire 		post0_frame_vsync; 
wire 		post0_frame_href ; 
wire 		post0_frame_clken; 
wire [7:0]	post0_img_Y      ; 
wire [7:0]	post0_img_Cb     ; 
wire [7:0]	post0_img_Cr     ; 
RGB888_YCbCr444	u_RGB888_YCbCr444
(
	.clk				(clk),					 
	.rst_n				(rst_n),				 
	.per_frame_vsync	(per_frame_vsync),		 
	.per_frame_href		(per_frame_href),		 
	.per_frame_clken	(per_frame_clken),		 
	.per_img_red		(per_img_red),			 
	.per_img_green		(per_img_green),		 
	.per_img_blue		(per_img_blue),			 
	.post_frame_vsync	(post0_frame_vsync),		 
	.post_frame_href	(post0_frame_href),		 
	.post_frame_clken	(post0_frame_clken),		 
	.post_img_Y			(post0_img_Y),			 
	.post_img_Cb		(post0_img_Cb),			 
	.post_img_Cr		(post0_img_Cr)			 
);
wire 		post1_frame_vsync; 
wire 		post1_frame_href ; 
wire 		post1_frame_clken; 
wire [7:0]	post1_img_Y      ; 
wire [7:0]	post1_img_Cb     ; 
wire [7:0]	post1_img_Cr     ; 
sedu_setup u_sedu_setup
(
	.clk(clk),  				 
	.rst_n(rst_n),				 
	.per_frame_vsync(post0_frame_vsync),	 
	.per_frame_href(post0_frame_href),		 
	.per_frame_clken(post0_frame_clken),	 
	.per_img_Y(post0_img_Y),			 
	.per_img_Cb(post0_img_Cb),			 
	.per_img_Cr(post0_img_Cr),			 
	.post_frame_vsync(post1_frame_vsync),	 
	.post_frame_href(post1_frame_href),	 
	.post_frame_clken(post1_frame_clken),	 
	.post_img_Y(post1_img_Y),		 
	.post_img_Cb(post1_img_Cb),	     
	.post_img_Cr(post1_img_Cr),		 
	.key(key)				
);
YCbCr444_RGB888 u_YCbCr444_RGB888
(
	.clk(clk),  				 
	.rst_n(rst_n),				 
	.per_frame_vsync(post1_frame_vsync),	 
	.per_frame_href(post1_frame_href),		 
	.per_frame_clken(post1_frame_clken),	 
	.per_img_Y(post1_img_Y),			 
	.per_img_Cb(post1_img_Cb),			 
	.per_img_Cr(post1_img_Cr),			 
	.post_frame_vsync(post_frame_vsync),	 
	.post_frame_href(post_frame_href),	 
	.post_frame_clken(post_frame_clken),	 
	.post_img_red(post_img_red),		 
	.post_img_green(post_img_green),		 
	.post_img_blue(post_img_blue)		 
);
endmodule
module sedu_setup(
	input				clk,  				 
	input				rst_n,				 
	input				per_frame_vsync,	 
	input				per_frame_href,		 
	input				per_frame_clken,	 
	input		[7:0]	per_img_Y,			 
	input		[7:0]	per_img_Cb,			 
	input		[7:0]	per_img_Cr,			 
	output				post_frame_vsync,	 
	output				post_frame_href,	 
	output				post_frame_clken,	 
	output		[7:0]	post_img_Y,			 
	output		[7:0]	post_img_Cb,	     
	output		[7:0]	post_img_Cr,		 
	input				key		
   );
reg key_d;
always@(posedge clk or negedge rst_n)begin
if(!rst_n)
	begin 
		key_d <= 0;
	end
	else begin
	key_d <= key;end
end   
reg signed [31:0]cos;
reg  [31:0]sin;
reg [7:0]a;
reg [7:0]temp_img_Y; 
reg [7:0]temp_img_Cb;
reg [7:0]temp_img_Cr;
always@(posedge clk or negedge rst_n)
begin
if(!rst_n)begin
	a<=8'd1;
	sin <= (17'd0);      
	cos <= (17'd65536);
end
else if((key_d == 0)&&(key == 1))begin
	if(a<8'd9)a <= a + 8'd1;
	else a<=8'd1;
case (a)
    8'd1:   begin sin <= (17'd0);      cos <= (17'd65536);  end         
    8'd2:  begin sin <= (17'd32769);  cos <= (17'd56759);   end         
    8'd3:  begin sin <= (17'd46341);  cos <= (17'd46341);   end         
    8'd4:  begin sin <= (17'd56759);  cos <= (17'd32769);   end         
    8'd5:  begin sin <= (17'd65536);  cos <= (17'd0);       end         
    8'd6: begin sin <= (17'd56759);  cos <= (-17'd32769);   end         
    8'd7: begin sin <= (17'd46341);  cos <= (-17'd46341);   end         
    8'd8: begin sin <= (17'd32769);  cos <= (-17'd56759);   end         
    8'd9: begin sin <= (17'd0);      cos <= (-17'd65536);   end         
	default:begin sin <= (17'd0);      cos <= (17'd65536);  end 
	endcase
	end
	else begin
		a<=a;
		sin<=sin;
		cos<=cos;
	end
end   
always@(posedge clk or negedge rst_n)
begin
if(!rst_n)begin
	temp_img_Y<= 0;
	temp_img_Cb<= 0;
    temp_img_Cr<= 0;
	end
else begin
	temp_img_Y<=  per_img_Y;
	temp_img_Cb<= ((per_img_Cb*cos)>>>16) + ((per_img_Cr*sin)>>>16);
	temp_img_Cr<= ((per_img_Cr*cos)>>>16) - ((per_img_Cb*sin)>>>16);
	end
end
reg	per_frame_vsync_r;
reg	per_frame_href_r;	
reg	per_frame_clken_r;
always@(posedge clk or negedge rst_n)
begin
	if(!rst_n)
		begin
		per_frame_vsync_r <= 0;
		per_frame_href_r <= 0;
		per_frame_clken_r <= 0;
		end
	else
		begin
		per_frame_vsync_r 	<= 	{per_frame_vsync_r, 	per_frame_vsync};
		per_frame_href_r 	<= 	{per_frame_href_r, 	per_frame_href};
		per_frame_clken_r 	<= 	{per_frame_clken_r, 	per_frame_clken};
		end
end
assign	post_frame_vsync 	= 	per_frame_vsync_r;
assign	post_frame_href 	= 	per_frame_href_r;
assign	post_frame_clken 	= 	per_frame_clken_r;
assign	post_img_Y 	= 	post_frame_href ? temp_img_Y : 8'd0;
assign	post_img_Cb =	post_frame_href ? temp_img_Cb: 8'd0;
assign	post_img_Cr = 	post_frame_href ? temp_img_Cr: 8'd0;  
endmodule
==> run.sh <==
#!/bin/bash
# OpenROAD 26Q1-2900-gdf79404cd8, Yosys 0.63+post, stock flow scripts
make -C /OpenROAD-flow-scripts/flow DESIGN_CONFIG=/design/flow/config.mk WORK_HOME=/design/flow/orfs finish
==> config.mk <==
export PLATFORM = sky130hd
export DESIGN_NAME = sedu
export DESIGN_NICKNAME = sedu
export VERILOG_FILES = /design/flow/design.v
export SDC_FILE = /design/flow/constraint.sdc
export NUM_CORES = 4
export LEC_CHECK = 1
export CORE_UTILIZATION = 40
==> constraint.sdc <==
current_design sedu

set clk_period 11.9
set clk_io_pct 0.2

create_clock -name clk0 -period $clk_period [get_ports {clk}]

set non_clock_inputs [all_inputs -no_clocks]
set_input_delay [expr $clk_period * $clk_io_pct] -clock clk0 $non_clock_inputs
set_output_delay [expr $clk_period * $clk_io_pct] -clock clk0 [all_outputs]
==> flow_summary.yaml <==
# synthesis and place-and-route metrics
pwr:
  p_leak_nw: 23.0
  powerDensity_mw_per_mm2: 227
  internal_power_mw: 5.27
  total_power_mw: 9.52
  seq_power_share_pct: 21.4
  switching_share_pct: 44.7
  combPwrFrac_pct: 65.5
  peakVddDrop_mv: 0.178
  power_switching_mw: 4.26
  pwr-share-clk_pct: 13.2
sta:
  setup_viol: 0
  finalCritPeriodShare_pct: 64.4
  rsz0062_at_grt: "no"
  finalMaxSlewViolations: 0
  worst_pin_slew_ns: 0.739
  tns_ns: 0
  finClkSkew_ns: 0.0341
  finalHoldViolCount: 0
  layout_setup_ws_ns: 4.24
  clock.fmax_mhz: 130
  slew_headroom_pct: 50.1
  min_period_ns: 7.66
global_routing:
  grt_first_pass_wirelength_mm: 129
  globalRouteOverflowTotal: 0
  antenna_found_initial: 3
  grt_max_degree: 120
  grt_pass1_vias: 25239
  grt_usage_pct: 17.3
worst_setup_path:
  worstSetupStartpoint: "u_RGB888_YCbCr444.per_frame_href_r[2]"
  r2r-start: "u_RGB888_YCbCr444.per_frame_href_r[2]"
  cp_top_family: "adder cells"
  cp_slowest_cell: "dfrtp_2"
  critPathKind: "reg -> reg"
  crit_buf_inv: 4
  worstReg2RegEnd: "u_sedu_setup.temp_img_Cr[7]"
  rrSetupSlack_ns: 4.24
  worst_ep_arrival_time_ns: 8.13
  worstRegToRegCells: 24
  required_ns: 12.36
  cp_cell_sequence: "buf_4 -> and2_1 -> nand2_1 -> inv_1 -> ha_1 -> fa_1 -> inv_1 -> fa_1 -> fa_1 -> inv_1 -> ha_1 -> a2111oi_0 -> a31oi_1 -> a31oi_1 -> xor2_1 -> ha_1 -> a21o_1 -> a21o_1 -> a21o_1 -> a21oi_1 -> o21ai_0 -> xnor2_1 -> xnor2_1 -> xnor2_1"
  end_kind: "register"
  cp.depth: 24
  cp-start-kind: "register"
  slowest_delay_ns: 0.75
  crit_end: "u_sedu_setup.temp_img_Cr[7]"
  crit_fanout: 58
status:
  status: "completed"
logic_synthesis:
  postSynthAreaPerCell_um2: 10.1
  ys_async_sr_fraction_pct: 100
  yosysWarnings: 3
  ys_types: 66
  ys_seq_share_pct: 22.8
  synth_area_mm2: 0.0385
  ys_area_mm2: 0.0385
  enable_flop_cells: 0
  synth_flops: 351
  flop_cell: "dfrtp_1"
  ys_cells: 3810
  synthCells: 3810
cts:
  root_buffer: "clkbuf_16"
  clock.latency.late_pin_ns: 0.57
  clockBufferDepth: 3
  cts_setup_buffers: 0
  htreeDepth: 2
  clkSinkCount: 351
  clkTransAtPathRegs_ns: 0.05
  cts_tree: "yes"
  hold_buffers: 0
  cts_buffers: 41
  cts_resized: 0
route:
  drt_iter0_markers: 833
  antenna_left: 0
  via_count: 24299
  wirelength_mm: 76.3
  routed_via_density: 4.71
  wl_per_cell_um: 14.8
  dr.pass1.iters: 6
  post-route-drc-count: 0
placed_design:
  dpl.hpwl_mm: 64.5
  placed_cells: 5086
  routabilityCongestion: 0.937
  io_buffers: 56
  post-place-ws_ns: 4.22
job:
  maxCapViolCount: 0
  stage_log_warnings: 46
die:
  placementRows: 113
  core_region_area_mm2: 0.0952
  chipArea_mm2: 0.0976
  fp_util_pct: 40.5
  die_w_um: 312
  fp.dieH_um: 312
  ioPinCount: 57
cells_and_area:
  drive_gt1_share_pct: 2.85
  lay_top_count: "inv_1"
  layout_top_cells: "inv_1 (910), ha_1 (750), fa_1 (438), dfrtp_1 (348), nand2_1 (188)"
  fin_cells: 5159
  syn_to_final_growth_pct: 8.82
hold_path:
  hp-class: "reg -> reg"
routing by layer:
layer / GRT usage (%) / vias to the layer above / routed length [um]
li1: - / 12170 / -
met1: 24.1 / 11543 / 33100
met2: 27.7 / 472 / 35900
met3: 5.12 / 112 / 5150
met4: 3.88 / 2 / 2190
met5: 0 / - / 13
how the worst min path moves through the flow:
stage / slack (ns) / depth (start not counted) / to / startpoint
finish: 0.35 / 0 / u_RGB888_YCbCr444.per_frame_clken_r[1] / u_RGB888_YCbCr444.per_frame_clken_r[0]
global route: 0.35 / 0 / u_YCbCr444_RGB888.post_frame_href_r[2] / u_YCbCr444_RGB888.post_frame_href_r[1]
CTS: 0.35 / 0 / u_sedu_setup.per_frame_clken_r / u_RGB888_YCbCr444.per_frame_clken_r[2]
final cells by class:
type	count	area (um^2)
Clock buffer	53	1130
Clock inverter	19	223
Antenna cell	1	2.50
Inverter	910	3420
Fill cell	8878	53200
Timing Repair Buffer	72	698
Multi-Input combinational cell	2488	26100
Tap cell	1265	1580
Sequential cell	351	8790
power by group through the flow:
stage	Combinational [mW]	Clock [mW]	Sequential [mW]
6_report	6.23	1.25	2.03
5_1_grt	7.28	1.35	2.09
4_1_cts	6.36	1.30	2.04
cells by family (layout without fill, tap and decap cells):
| group | count (synthesis) | after routing | synth area share, % |
|---|---|---|---|
| other | 0 | 1 | 0 |
| buffers and inverters | 971 | 1054 | 9.48 |
| AND/OR/NAND/NOR | 664 | 664 | 8.35 |
| multiplexers | 5 | 5 | 0.130 |
| flip-flops | 351 | 351 | 22.8 |
| AND-OR/OR-AND | 390 | 390 | 6.66 |
| adder cells (fa/ha/maj) | 1188 | 1188 | 47.1 |
| XOR/XNOR | 241 | 241 | 5.48 |
cells in the mapped netlist (3+ instances only):
cell / n / area [um^2]
or3_1: 8 / 50.1
xor2_1: 79 / 692
nand2_1: 188 / 706
clkbuf_1: 47 / 176
o21ai_1: 10 / 50.1
nand4_1: 10 / 62.6
o31ai_1: 4 / 30.0
a211o_1: 4 / 35.0
nor2b_1: 24 / 150
ha_1: 750 / 9380
buf_1: 7 / 26.3
o2111ai_1: 8 / 70.1
or2_2: 18 / 113
a41oi_1: 6 / 52.6
fa_1: 438 / 8770
a221oi_1: 4 / 35.0
and2_1: 73 / 457
a21oi_1: 122 / 611
nand2b_1: 15 / 93.8
and4_1: 5 / 43.8
o21ai_0: 48 / 240
o21bai_1: 42 / 315
a22o_1: 4 / 35.0
o21a_1: 21 / 158
and3_1: 79 / 494
dfrtp_1: 349 / 8730
nor3_1: 30 / 150
o211ai_1: 6 / 45.0
nor2_1: 166 / 623
inv_1: 910 / 3420
o22ai_1: 5 / 31.3
a31oi_1: 12 / 75.1
xnor2_1: 162 / 1420
a221o_1: 3 / 30.0
nand3_1: 37 / 185
a21o_1: 54 / 405
mux2i_1: 5 / 50.1
o41a_1: 3 / 33.8
a21boi_0: 7 / 52.6
a211oi_1: 5 / 37.5
nand4b_1: 5 / 43.8
buf_2: 6 / 30.0
flip-flops by register name, summed over array words and instances, names as in the netlist, 10 cells and up:
signal / count
u_YCbCr444_RGB888.img_Cr_r2: 10
u_RGB888_YCbCr444.img_red_r1: 14
u_RGB888_YCbCr444.img_green_r1: 13
u_RGB888_YCbCr444.img_green_r0: 18
u_YCbCr444_RGB888.img_Y_r1: 16
u_RGB888_YCbCr444.img_green_r2: 14
u_YCbCr444_RGB888.img_Cr_r1: 18
u_RGB888_YCbCr444.img_red_r0: 13
u_YCbCr444_RGB888.XOUT: 11
u_RGB888_YCbCr444.img_blue_r2: 13
u_YCbCr444_RGB888.ZOUT: 11
u_RGB888_YCbCr444.img_blue_r0: 10
u_YCbCr444_RGB888.img_Cb_r1: 13
u_YCbCr444_RGB888.YOUT: 11
u_YCbCr444_RGB888.img_Cb_r2: 15
through the flow:
step	hold WS (ns)	utilization [%]	cell area, um^2
floorplan	0.331	-	38500
finish	0.345	44.1	41900
CTS	0.346	44.1	41900
detailed placement	0.335	42.6	40600
global route	0.350	44.1	41900
global placement	0.332	42.6	40600
Power and IR drop assume default switching activity.
